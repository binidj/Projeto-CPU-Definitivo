$ cat ./config.mk
export PLATFORM = sky130hd
export DESIGN_NAME = ULA
export DESIGN_NICKNAME = ULA
export VERILOG_FILES = /design/flow/design.v
export SDC_FILE = /design/flow/constraint.sdc
export NUM_CORES = 4
export LEC_CHECK = 1
export CORE_AREA = 10 10 70 70
export DIE_AREA = 0 0 80 80
$ cat ./constraint.sdc
current_design ULA

set clk_period 2.4
set clk_io_pct 0.2

create_clock -name clk0 -period $clk_period

set non_clock_inputs [all_inputs -no_clocks]
set_input_delay [expr $clk_period * $clk_io_pct] -clock clk0 $non_clock_inputs
set_output_delay [expr $clk_period * $clk_io_pct] -clock clk0 [all_outputs]
$ cat ./design.v
module ULA(A, B, S, Y);
    input wire[3:0] A;
    input wire[3:0] B;
    input wire S;
    output reg[3:0] Y;
    parameter Add = 1'b0;
    parameter Sub = 1'b1;
    always @(A, B, S, Y) begin
        case(S)
            Add : Y = A + B;
            Sub : Y = A - B;
        endcase
    end
endmodule
$ cat ./run.sh
#!/bin/bash
# OpenROAD 26Q1-2900-gdf79404cd8, Yosys 0.63+post, stock flow scripts
make -C /OpenROAD-flow-scripts/flow DESIGN_CONFIG=/design/flow/config.mk WORK_HOME=/design/flow/orfs finish
==> report_table.html <==
<h3>Flow metrics</h3>
<table>
<tr><th>Metric</th><th>Value</th></tr>
<tr><th colspan="2">Run status</th></tr>
<tr><td>Outcome</td><td>finished, violations left</td></tr>
<tr><td>Violated checks</td><td>negative setup slack</td></tr>
<tr><th colspan="2">Pwr</th></tr>
<tr><td>Power after layout</td><td>0.101 mW</td></tr>
<tr><td>Power Dens Cells</td><td>about 220 mW/mm^2</td></tr>
<tr><td>Peak supply drop</td><td>0.0282 mV</td></tr>
<tr><td>Leakage power</td><td>0.203 nW</td></tr>
<tr><th colspan="2">Setup path</th></tr>
<tr><td>Maximum single-stage delay on the critical path</td><td>0.29 ns</td></tr>
<tr><td>Source of the critical timing path</td><td>B[1]</td></tr>
<tr><td>CP dominant cell by count</td><td>ha_4</td></tr>
<tr><td>Required time of the critical path</td><td>1.92 ns</td></tr>
<tr><td>Category of the most critical setup path</td><td>in2out</td></tr>
<tr><td>Endpoint kind of the worst setup timing path</td><td>output port</td></tr>
<tr><td>CP Cell Sequence</td><td>buf_8 &gt; inv_4 &gt; ha_4 &gt; mux2_4 &gt; inv_2 &gt; ha_4 &gt; a21o_1 &gt; a21oi_2 &gt; xnor2_1 &gt; buf_2</td></tr>
<tr><td>Dominant delay contributor by cell family on the critical path</td><td>adder cells</td></tr>
<tr><td>CP Data Arrival Time</td><td>1.93 ns</td></tr>
<tr><td>Buf+Inv Stages, Crit Path</td><td>4</td></tr>
<tr><td>Sort of element at the start of the critical path</td><td>primary input</td></tr>
<tr><td>Worst-path fanout max</td><td>2</td></tr>
<tr><td>Cell with the largest stage delay on the worst path</td><td>mux2_4</td></tr>
<tr><th colspan="2">STA</th></tr>
<tr><td>Unrepaired setup endpoints after global routing</td><td>yes</td></tr>
<tr><td>Max-slew violation total from the final report</td><td>0</td></tr>
<tr><td>Tightest Pin Transition</td><td>between 0.15 and 0.2 ns</td></tr>
<tr><td>Final min period</td><td>about 2.4 ns</td></tr>
<tr><td>Hold slack final</td><td>between 1.5 and 2 ns</td></tr>
<tr><td>Number of failing hold endpoints at the final stage</td><td>0</td></tr>
<tr><td>Sum of negative setup slack</td><td>-0.0115 ns</td></tr>
<tr><td>Total setup violations reported at the end of the flow</td><td>1</td></tr>
<tr><td>Worst slew margin relative to its limit</td><td>88.7%</td></tr>
<tr><td>Final period util</td><td>100%</td></tr>
<tr><td>Maximum clock frequency</td><td>0.415 GHz</td></tr>
<tr><td>Worst Setup Slack, final</td><td>-0.0115 ns</td></tr>
<tr><th colspan="2">Route</th></tr>
<tr><td>Routed via count divided by cell count</td><td>approximately 2.4</td></tr>
<tr><td>Number of search-and-repair iterations in the first detailed-routing pass</td><td>2</td></tr>
<tr><td>Average routed wire per standard cell</td><td>6.65 microns</td></tr>
<tr><td>Antenna cell count</td><td>0</td></tr>
<tr><td>Post-DRT Antenna Nets</td><td>0</td></tr>
<tr><td>Total vias in the final route</td><td>216</td></tr>
<tr><td>Drt first-iter violations</td><td>1</td></tr>
<tr><td>Wire length reported by the detailed router</td><td>about 600 microns</td></tr>
<tr><td>Drc violations</td><td>0</td></tr>
<tr><th colspan="2">Worst hold path</th></tr>
<tr><td>End of the worst hold path</td><td>Y[3]</td></tr>
<tr><td>Start point of the worst min-delay path</td><td>B[0]</td></tr>
<tr><td>Number of cells traversed by the worst hold path</td><td>7</td></tr>
<tr><td>Classification of the worst-slack hold path</td><td>in2out</td></tr>
<tr><th colspan="2">Final layout</th></tr>
<tr><td>Share of final-layout standard cells stronger than drive strength 1</td><td>between 40% and 50%</td></tr>
<tr><td>Combined flip-flop and latch cell area</td><td>0 sq um</td></tr>
<tr><td>Fill cell instance count of the final layout</td><td>between 300 and 400</td></tr>
<tr><td>Comb gate area</td><td>198 sq um</td></tr>
<tr><td>Sequential cell count</td><td>0</td></tr>
<tr><td>Area growth from synthesis to layout</td><td>147%</td></tr>
<tr><td>Design area</td><td>~460 sq um</td></tr>
<tr><td>Count of clock buffers in the final design</td><td>0</td></tr>
<tr><th colspan="2">Placement</th></tr>
<tr><td>Final HPWL DP</td><td>roughly 500 microns</td></tr>
<tr><td>Routability-driven placement congestion ratio</td><td>0.755</td></tr>
<tr><td>Worst slack after detailed placement</td><td>-0.906 ns</td></tr>
<tr><td>Total of buffers placed on input and output ports</td><td>13</td></tr>
<tr><td>Instance area after placement</td><td>roughly 420 sq um</td></tr>
<tr><th colspan="2">Job</th></tr>
<tr><td>Total number of warnings across the stage logs</td><td>33</td></tr>
<tr><td>Number of max-cap violations</td><td>0</td></tr>
<tr><th colspan="2">Yosys</th></tr>
<tr><td>Average cell area after synthesis</td><td>7.72 sq um</td></tr>
<tr><td>Yosys warns</td><td>1</td></tr>
<tr><td>Number of cells produced by synthesis</td><td>24</td></tr>
<tr><td>Number of library cell types mapped by synthesis</td><td>10</td></tr>
<tr><td>Most common cell in the synthesized netlist</td><td>inv_1</td></tr>
<tr><td>Largest area contributor in the netlist</td><td>ha_1</td></tr>
<tr><td>Share of the synthesized area in the top cell type</td><td>a little over a quarter</td></tr>
<tr><td>Cell total in the yosys stat output</td><td>24</td></tr>
<tr><td>Cell Area, Synth</td><td>185 sq um</td></tr>
<tr><td>Ranking of synthesized cells by instance count</td><td>8 x inv_1, 4 x ha_1, 4 x xnor2_1, 2 x nor2_1</td></tr>
<tr><td>Chip area estimate from yosys synthesis</td><td>185 sq um</td></tr>
<tr><td>Synth Seq Share</td><td>0%</td></tr>
<tr><td>Main area contributors</td><td>ha_1 27%, xnor2_1 19%, inv_1 16%, fa_1 11%, mux2_2 6.1%</td></tr>
<tr><th colspan="2">Die</th></tr>
<tr><td>Num ports</td><td>13</td></tr>
<tr><td>Starting Density</td><td>between 5 and 6%</td></tr>
<tr><td>Core Rows</td><td>21</td></tr>
<tr><td>Die y size</td><td>~80 microns</td></tr>
<tr><td>Area of the placeable core</td><td>approximately 0.0034 sq mm</td></tr>
<tr><td>Die Span X</td><td>80 microns</td></tr>
<tr><td>Die area</td><td>approximately 0.0064 sq mm</td></tr>
<tr><th colspan="2">Global routing</th></tr>
<tr><td>Vias in the first global route</td><td>230</td></tr>
<tr><td>Antenna violations before repair</td><td>0</td></tr>
<tr><td>Overflow left after global routing</td><td>0</td></tr>
<tr><td>Pin count of the biggest net entering global routing</td><td>3</td></tr>
<tr><td>Global-route total usage across every layer</td><td>under 10%</td></tr>
<tr><td>First-pass GRT wire length</td><td>959 microns</td></tr>
<tr><th colspan="2">Clock network</th></tr>
<tr><td>Post-CTS setup buffer count</td><td>0</td></tr>
<tr><td>Post-cts hold-fix buffer tally</td><td>0</td></tr>
</table>
-- cell type report --
cell class         count  area share [%]
repair buffers        19            37.0
multi-input cells     16            43.3
inverters              8            7.12
well taps             46            12.6
-- worst max-delay path by stage --
| stage | endpoint | cells after the start |
|---|---|---|
| finish | Y[3] | 10 |
| global route | Y[3] | 10 |
| CTS | Y[2] | 8 |
-- repair_timing --
action,in CTS,in global routing
pin swaps,6,6
endpoints found under the hold margin,0,0
endpoints found under the setup margin,3,3
gates resized,28,4
-- layer usage --
metal | routed length (microns) | vias up | GRT usage (%)
li1 | - | 110 | -
met1 | 262 | 95 | 1.92
met2 | 230 | 11 | 2.97
met3 | 99 | 0 | 0.795
met4 | 0 | 0 | 0
met5 | 0 | - | 0
-- report_power, final --
| part | switching (mW) | leakage (nW) | internal [mW] |
|---|---|---|---|
| clock | 0 | 0 | 0 |
| sequential | 0 | 0 | 0 |
| combinational | 0.0357 | 0.203 | 0.0652 |
| total | 0.0357 | 0.203 | 0.0652 |
-- through the flow --
stage	util, %	cells
finish	13.4	89
global route	13.4	89
CTS	13.0	89
detailed placement	12.2	89
global placement	12.2	89
floorplan	-	24
-- cell families (layout without fill, tap and decap cells) --
| family | after synthesis | count (layout) | synth area share (%) |
|---|---|---|---|
| buffers and inverters | 8 | 27 | 16.2 |
| AND-OR/OR-AND | 2 | 2 | 6.76 |
| XOR/XNOR | 5 | 5 | 23.6 |
| adder cells (fa/ha/maj) | 5 | 5 | 37.8 |
| AND/OR/NAND/NOR | 3 | 3 | 9.46 |
| multiplexers | 1 | 1 | 6.08 |
-- cells in the final DEF (no fill, tap or decap) --
cell             n
buf_8            1
dlygate4sd2_1    1
nor3_2           1
inv_2            2
a21o_1           1
buf_2            2
buf_4            5
ha_4             2
inv_4            1
xor2_1           1
clkbuf_2         1
ha_1             2
fa_2             1
buf_6            2
mux2_4           1
clkdlybuf4s50_1  7
inv_1            5
xnor2_2          1
nor2_1           2
a21oi_2          1
xnor2_1          3
-- worst min-delay path, cell delays in order --
cell and delay [ns]:
buf_6 0.07, buf_4 0.10, nor3_2 0.03, nor2_1 0.11, xnor2_1 0.09, xnor2_1 0.13, buf_2 0.11
Power and IR drop assume default switching activity.
