$ cat /design/flow/design.v
module counter(clock, rco, cont);
    input wire clock;
    output reg[3:0] cont;
    output reg rco;
    initial cont = 4'b0000;
    parameter max = 4'b0100;
    always @(posedge clock) begin 
        if (cont == max) begin
            cont <= 4'b0000;
            rco <= 1;
        end else begin 
            cont <= cont + 1;
            rco <= 0;
        end
    end
endmodule 
$ cat /design/flow/run.sh
#!/bin/bash
# OpenROAD 26Q1-2900-gdf79404cd8, Yosys 0.63+post, stock flow scripts
make -C /OpenROAD-flow-scripts/flow DESIGN_CONFIG=/design/flow/config.mk WORK_HOME=/design/flow/orfs finish
$ cat /design/flow/config.mk
export PLATFORM = sky130hd
export DESIGN_NAME = counter
export DESIGN_NICKNAME = counter
export VERILOG_FILES = /design/flow/design.v
export SDC_FILE = /design/flow/constraint.sdc
export NUM_CORES = 4
export LEC_CHECK = 1
export CORE_AREA = 10 10 70 70
export DIE_AREA = 0 0 80 80
$ cat /design/flow/constraint.sdc
current_design counter

set clk_period 1.9
set clk_io_pct 0.2

create_clock -name clk0 -period $clk_period [get_ports {clock}]

set non_clock_inputs [all_inputs -no_clocks]
set_input_delay [expr $clk_period * $clk_io_pct] -clock clk0 $non_clock_inputs
set_output_delay [expr $clk_period * $clk_io_pct] -clock clk0 [all_outputs]
==> impl_metrics.json <==
{
  "min_path_cells": 1,
  "switchingPower_mw": 0.0446,
  "slowest_delay_ps": 510,
  "clk_latency_ps": 250,
  "crit_family": "buffers and inverters",
  "utilization_pct": 9.78,
  "cts_tree": "built",
  "area_leaders": "dfxtp_1 50%, ha_1 13%, mux2_4 7.5%, nor2b_1 6.3%, and3b_1 4.4%",
  "hold_slack_ps": 480,
  "cp-start-kind": "register",
  "swShare_pct": 19.4,
  "area_delta_synth_final_pct": 66.9,
  "r2r_slack_ps": 850,
  "drtIter0Drc": 6,
  "clock-sinks": 5,
  "layout_setup_ws_ps": 368,
  "peakVddDrop_mv": 0.316,
  "n_antenna_cell": 0,
  "crit_path_max_fanout": 5,
  "p_int_mw": 0.185,
  "ys_seq_share_pct": 50.0,
  "ys_ff": 5,
  "hold_class": "register to register",
  "vias_per_cell": 2.08,
  "gp_congestion": 0.675,
  "cts-resized-gates": 0,
  "warnings": 26,
  "synth-edff-count": 0,
  "place_ws_ps": 623,
  "drtPass1Iterations": 4,
  "antenna_found_initial": 0,
  "cts_setup_buffers": 0,
  "final-instance-count-excl-fill": 74,
  "status": "finished clean",
  "logic_area_um2": 92.6,
  "dpl_cell_area_um2": 308,
  "fmaxAchievable_mhz": 653,
  "power_frac_comb_pct": 0,
  "syn_inst": 19,
  "ys.warnings.count": 1,
  "synthArstFlopShare_pct": 0,
  "drc_errors": 0,
  "clk_pin_slew_worst_paths_ps": 50,
  "ys_types": 11,
  "grt_max_degree": 6,
  "ant_nets": 0,
  "setup_tns_ps": 0,
  "fin_crit_ps": 1530,
  "grt_use_total_pct": 1.69,
  "cp-end-kind": "output port",
  "r2r_end": "cont[1]",
  "clockBufferDepth": 2,
  "common_cells": "5 x dfxtp_1, 2 x ha_1, 2 x inv_1, 2 x nor2_1, 2 x nor2b_1",
  "row_count": 21,
  "synth_area_um2": 200,
  "fillers": 401,
  "ys_cells": 19,
  "fin_skew_ps": 10.2,
  "min_from": "cont[0]",
  "die_x_um": 80,
  "rsz0062_at_grt": "no",
  "rr_startpoint": "cont[0]",
  "chip_area_mm2": 0.00640,
  "period_used_pct": 80.6,
  "power_density_mw_per_mm2": 686,
  "ios": 6,
  "clock-root-buffer": "clkbuf_4",
  "initial_utilization_pct": 5.86,
  "finalSetupViolCount": 0,
  "grt_pass1_wl_um": 786,
  "critPathBufInv": 1,
  "avgSynthCellArea_um2": 10.5,
  "clock_power_share_pct": 54.1,
  "design.core.area_mm2": 0.00342,
  "register_area_um2": 100,
  "postLayoutCellArea_um2": 334,
  "yosys_most_used_dff": "dfxtp_1",
  "wl_per_cell_um": 6.41,
  "tightestPinTransition_ps": 178,
  "grt_pass1_vias": 184,
  "totalPowerFinal_mw": 0.229,
  "max_cap_viol_count": 0,
  "crit_required_ps": 1520,
  "overflow": 0,
  "path_cells": "clkdlybuf4s50_1",
  "crit_type": "register to output port",
  "finalWirelength_um": 474,
  "htreeDepth": 1,
  "hold_buffers": 0,
  "arrival_ps": 1150,
  "drive_gt1_share_pct": 14.3,
  "yosys_area_um2": 200,
  "pwr-share-seq_pct": 45.9,
  "die_h_um": 80,
  "slew_viol_final": 0,
  "top_area_cell": "dfxtp_1",
  "worstHoldEndpoint": "cont[0]",
  "yosys.cell_count.top_type": "dfxtp_1",
  "place_inst": 70,
  "p_leak_nw": 0.120,
  "vias": 154,
  "hold_viol": 0,
  "slew_headroom_pct": 88.1,
  "hpwl_um": 377,
  "reg2reg_depth": 4,
  "cts_buffers": 3,
  "io_buffers": 5,
  "worst_path_max_delay_cell": "clkdlybuf4s50_1",
  "synth_top_area_share_pct": 50.0
}
[layout make-up]
class	count	share of cell area (%)
Multi-Input combinational cell	12	27.7
Timing Repair Buffer	5	15.0
Tap cell	46	17.2
Inverter	2	2.25
Clock buffer	4	7.87
Sequential cell	5	30.0
[how the worst max path moves through the flow]
stage | slack, ps | start | endpoint | cells after the start
6_report | 370 | cont[3] | cont[3] | 1
5_1_grt | 270 | cont[3] | cont[3] | 1
4_1_cts | 350 | cont[3] | cont[3] | 1
[kinds of logic after synthesis]
group / share of synthesized area (%)
simple gates: 23.8
buf+inv: 3.75
fa+ha+maj: 12.5
flops: 50.0
compound gates: 2.50
mux: 7.50
[sequential cells by signal, indices dropped and copies added (netlist names)]
name and cells:
cont 4, rco 1
[cells in the final DEF, fill, tap and decap left out]
cell / synthesis / routed
and3b_1: 1 / 1
clkbuf_1: 0 / 1
clkbuf_4: 0 / 3
clkdlybuf4s50_1: 0 / 5
dfxtp_1: 5 / 5
ha_1: 2 / 2
inv_1: 2 / 2
mux2_4: 1 / 1
nand2b_1: 1 / 1
nand3_1: 1 / 1
nor2_1: 2 / 2
nor2b_1: 2 / 2
o21ai_1: 1 / 1
or2b_1: 1 / 1
[per-layer routing]
| metal | global-route usage (%) | vias to the layer above | wire, um |
|---|---|---|---|
| met5 | 0 | - | 0 |
| met4 | 0.352 | 0 | 0 |
| met3 | 1.59 | 0 | 63 |
| met2 | 1.77 | 10 | 124 |
| met1 | 2.33 | 67 | 286 |
| li1 | - | 77 | - |
[power by group through the flow]
stage | Clock (mW) | Sequential, mW | Combinational (mW)
after global routing | 0.138 | 0.105 | 0.0000000643
final | 0.124 | 0.105 | 0.0000000643
after CTS | 0.129 | 0.105 | 0.0000000643
Power figures rest on the tool's default switching activity, not on a simulated workload.
