===== /design/flow/constraint.sdc =====
current_design controler

set clk_period 1.8
set clk_io_pct 0.2

create_clock -name clk0 -period $clk_period [get_ports {clock}]

set non_clock_inputs [all_inputs -no_clocks]
set_input_delay [expr $clk_period * $clk_io_pct] -clock clk0 $non_clock_inputs
set_output_delay [expr $clk_period * $clk_io_pct] -clock clk0 [all_outputs]

===== /design/flow/config.mk =====
export PLATFORM = sky130hd
export DESIGN_NAME = controler
export DESIGN_NICKNAME = controler
export VERILOG_FILES = /design/flow/design.v
export SDC_FILE = /design/flow/constraint.sdc
export NUM_CORES = 4
export LEC_CHECK = 1
export CORE_AREA = 10 10 70 70
export DIE_AREA = 0 0 80 80

===== /design/flow/run.sh =====
#!/bin/bash
# OpenROAD 26Q1-2900-gdf79404cd8, Yosys 0.63+post, stock flow scripts
make -C /OpenROAD-flow-scripts/flow DESIGN_CONFIG=/design/flow/config.mk WORK_HOME=/design/flow/orfs finish

===== /design/flow/design.v =====
module controler(clock, Tx, Ty, Tz, Tula, opcode);
	input wire [3:0] opcode;
	input wire clock;
	output reg [3:0] Tx;
	output reg [3:0] Ty;
	output reg [3:0] Tz;
	output reg Tula;
	parameter Clear_Add = 4'b0000;
	parameter Add_Load = 4'b0001;
	parameter Add = 4'b0010;
	parameter Shift_Right = 4'b0011;
	parameter Disp = 4'b0100;
	always @(posedge clock) begin
		case (opcode)
			Clear_Add: begin
						Tx <= 4'b0001;  
						Ty <= 4'b0010;  
						Tz <= 4'b0010;  
						Tula <= 1'b1;  
					end	
			Add_Load: begin
						Tx <= 4'b0001;  
						Ty <= 4'b0001;  
						Tz <= 4'b0000;  
						Tula <= 1'b0;  
					end
			Add: begin
						Tx <= 4'b0000;  
						Ty <= 4'b0001;  
						Tz <= 4'b0000;  
						Tula <= 1'b0;  
					end
			Shift_Right: begin
						Tx <= 4'b0000;  
						Ty <= 4'b0011;  
						Tz <= 4'b0000;  
						Tula <= 1'b1;  
					end
			Disp: begin
						Tx <= 4'b0010;  
						Ty <= 4'b0010;  
						Tz <= 4'b0001;  
						Tula <= 1'b0;  
					end
		endcase
	end
endmodule

==> ci_impl_report.md <==
### Yosys + OpenROAD results

| Metric | Value |
|---|---|
| Clk sink count | 7 |
| Max-cap violation count | 0 |
| Root Driver | clkbuf_4 |
| I/O pins | 18 |
| Chip area | 0.00640 mm² |
| CP Launch Type | input pin |
| TritonCTS clock tree | done |
| Num CTS Buffers | 3 |
| Post-synth ARST share | 0 |
| Share of layout cells above drive strength 1 | 0.104 |
| Cell family with most CP delay | buffers and inverters |
| Yosys warns | 1 |
| Post-synth top area cell | edfxtp_1 |
| Fill cell count | 397 |
| Outcome | finished clean |
| Kind of critical path | input pin to flop |
| Fin Setup TNS | 0 ns |
| GP Congestion | 0.727 |
| Vias | 261 |
| Critical-path top delay cell | clkdlybuf4s50_1 |
| N_diodes | 0 |
| Hold_buf cts | 0 |
| Synth flops | 7 |
| Log Warnings | 25 |
| Setup Fix Bufs, Post-CTS | 0 |
| Yosys stat chip area | 397 µm² |
| Largest net degree at the start of global routing | 10 |
| Critical path's largest stage delay | 0.55 ns |
| H-tree Lvls | 1 |
| Main flop type | edfxtp_1 |
| Vias in the first global route | 281 |
| Count leader, synth | edfxtp_1 |
| Simple-Gate Fraction of Synth Area | 0.170 |
| CP max FO | 9 |
| Critical path capture point type | flop |
| First-pass GRT wire length | 1110 µm |
| Crit path DAT | 1.49 ns |
| GRT busiest layer | met2 |
| FP Rows | 21 |
| Total power divided by cell area | 718 mW/mm² |
| Ys cells | 36 |
| Final Hold Slack | 0.949 ns |
| Top cells, area | edfxtp_1 (53%), buf_4 (11%), nor2_1 (3.8%) |
| Lkg Pwr | 0.187 nW |
| Iter 0 DRT Violations | 9 |
| Wire length per cell | 8.36 µm |
| PostCTS Resize Cnt | 0 |
| Clock buffer depth | 2 |
| Syn Area/Cell | 11.0 µm² |
| Router iterations before antenna repair | 2 |
| Fin. max-slew vios | 0 |
| M2 GR Usage | 0.0273 |
| Gr ovfl total | 0 |
| Adder-cell share of the synthesized area | 0 |
| Initial antenna violation count | 0 |
| GR met3 Demand/Resource | 0.0114 |
| Core area | 0.00342 mm² |
| Pre-Place Util | 0.116 |
| Cell chain of the critical path | clkdlybuf4s50_1 -> o21a_4 -> or3_1 |
| Power Total | 0.000396 W |
| Detailed Route WL | 786 µm |
| Mapped Area | 397 µm² |
| Clock-pin transition on the worst setup and hold timing paths | 0.05 ns |
| And-or/or-and share of the synthesized area | 0.0946 |
| Worst vdd ir | 0.111 mV |
| Met1 usage | 0.0267 |
| Synth cell types | 20 |
| Finished Core Util | 0.162 |
| Post-route DRC | 0 |
| IO Port Bufs | 11 |
| Buf/Inv on CP | 1 |
| Detail Route Antenna Nets | 0 |
| Fmax | 0.668 GHz |
| Hold WC Path Type | input pin to flop |
| Synth cell count leaders | edfxtp_1 (7), buf_4 (6), nor2_1 (4) |
| RSZ-0062 raised after global routing | no |
| Max-area cell share | 0.530 |
| Global Route Usage Sum | 0.0213 |
| Final Critical Period | 1.50 ns |
| Multiplexer share | 0 |
| Area growth from synthesis to layout | 39.1% |
| Via-to-Cell Ratio | 2.78 |
| Die X | 80 µm |
| Seq share, synth | 0.530 |
| DP HPWL | 665 µm |
| Final setup viols | 0 |
| Part of the cycle the worst path needs | 0.832 |
| Worst EP required | 1.79 ns |
| Post-Syn Instances | 36 |
| Fin. Hold Viols | 0 |
| Comb area leader | buffers and inverters |
| EDFF count, synth | 7 |
| Die height | 80 µm |
| XORs/XNORs by Area | 0.0221 |
[cells in the final DEF (no fill, tap or decap), drive strengths merged]
master / n
buf: 1
nor3: 1
a21oi: 1
clkdlybuf4s50: 11
edfxtp: 7
xor2: 1
nor3b: 2
or3: 2
nor2b: 1
nand3b: 1
inv: 1
nor2: 4
or2: 1
o21a: 1
clkbuf: 4
conb: 6
o21ai: 2
o211ai: 1
[where the power goes]
group | leakage, nW | internal, W | switching, W | total (W)
logic | 0.105 | 0.0000392 | 0.0000230 | 0.0000622
registers | 0.0669 | 0.000195 | 0.00000358 | 0.000199
clock network | 0.0150 | 0.0000842 | 0.0000513 | 0.000136
total | 0.187 | 0.000318 | 0.0000779 | 0.000396
[metrics by stage]
stage	cells	worst slack, ns	area [µm²]
finish	94	0.302	552
global route	94	0.297	552
CTS	94	0.334	552
detailed placement	90	0.0674	526
global placement	90	0.102	526
floorplan	41	0.550	415
[state kept, by name (all words and copies together) (netlist names)]
signal,cells
Tula,1
Ty,2
Tz,2
Tx,2
[area by class of cell]
type	instances	area [µm²]	share of cell area
multi-input cells	24	136	0.247
repair buffers	12	118	0.213
inverters	1	3.75	0.00680
clock buffers	4	26.3	0.0476
well taps	46	57.6	0.104
flip-flops and latches	7	210	0.381
[final timing paths]
kind	startpoint	end	slack [ns]	depth (start not counted)
worst max-delay path	opcode[1]	Tz[1]$_DFFE_PP_	0.30	3
worst min-delay path	opcode[3]	Ty[1]$_DFFE_PP_	0.95	2
[metal layers]
metal	wire (µm)	part of all wire	vias to the layer above
met1	399	0.51	112
met2	282	0.36	14
met3	80	0.10	2
met4	24	0.031	0
li1	-	-	133
met5	0	0	-
[kinds of logic (layout without fill, tap and decap cells)]
family / count (synthesis) / in the layout
buffers and inverters: 10 / 17
DFF: 7 / 7
and+or+nand+nor: 12 / 12
AOI/OAI and AO/OA: 5 / 5
xor gates and xnor gates: 1 / 1
other: 1 / 6
Power figures rest on the tool's default switching activity, not on a simulated workload.
